==> /design/flow/design.v <==
module icache_controller(input clock,
                         input reset,
                         input ren,
                         input [(($clog2(((512)*((4)*(4)))))-1):0] addr,
                         input cacheHit,
                         input [((((4)*(4))*8)-1):0] cacheDout,
                         input memReadReady,
                         input [((((4)*(4))*8)-1):0] memDout,
                         output reg stall,
                         output [(((4)*8)-1):0] dout,
                         output [(($clog2((512)))-1):0] BlockAddr,
                         output cacheRen,
                         output reg cacheMemWen,
                         output reg [((((4)*(4))*8)-1):0] cacheDin,
                         output reg memRen);
wire [(($clog2(((4)*(4))))-1):0] blockOffset;
assign BlockAddr = addr[(($clog2(((512)*((4)*(4)))))-1):($clog2(((4)*(4))))];
assign blockOffset = addr[($clog2(((4)*(4))))-1:0];
assign cacheRen = reset && ren;
assign dout = reset ? (cacheDout[(blockOffset[(($clog2(((4)*(4))))-1):($clog2((4)))])*((4)*8) +:((4)*8)]) : {((4)*8){1'b0}};
always @(cacheMemWen or memDout or reset) begin
    if(~reset) begin
        cacheDin = {((((4)*(4))*8)){1'b0}};
    end else if (cacheMemWen)  begin
        cacheDin = memDout;
    end
    else begin
        cacheDin = {((((4)*(4))*8)){1'b0}};
    end
end
parameter IDLE = 2'b00,
          MEMREAD = 2'b01,
          MEMCACHE = 2'b10;
reg [1:0] state, next_state;
always @(posedge clock or negedge reset)
begin
	if (reset == 1'b0) begin
        state <= IDLE;
	end
	else begin
        state <= next_state;
    end
end
always @(state or ren or cacheHit or memReadReady)
begin
    case(state)
        IDLE: begin
            if(ren && !cacheHit)begin
                next_state = MEMREAD;
            end 
            else begin
                next_state = IDLE;
            end
        end
        MEMREAD: begin
            if(memReadReady==1)begin
                next_state = MEMCACHE;
            end
            else begin
                next_state = MEMREAD;
            end
        end
        MEMCACHE: begin
            next_state = IDLE;
        end        
        default: next_state = IDLE;
    endcase
end   
always @(state or ren or cacheHit or memReadReady)
begin
    stall = 1'b0;
    cacheMemWen = 1'b0;
    memRen = 1'b0;
    case(state)
        IDLE: begin
            stall = 1'b0;
            cacheMemWen = 1'b0;
            memRen = 1'b0;
        end
        MEMREAD: begin
            stall = 1'b1;
            memRen = 1'b1;
        end
        MEMCACHE: begin
            stall = 1'b1;
            cacheMemWen = 1'b1;
        end
    endcase    
end
endmodule
==> /design/flow/run.sh <==
#!/bin/bash
# OpenROAD 26Q1-2900-gdf79404cd8, Yosys 0.63+post, stock flow scripts
make -C /OpenROAD-flow-scripts/flow DESIGN_CONFIG=/design/flow/config.mk WORK_HOME=/design/flow/orfs finish
==> /design/flow/config.mk <==
export PLATFORM = sky130hd
export DESIGN_NAME = icache_controller
export DESIGN_NICKNAME = icache_controller
export VERILOG_FILES = /design/flow/design.v
export SDC_FILE = /design/flow/constraint.sdc
export NUM_CORES = 4
export LEC_CHECK = 1
export CORE_AREA = 10 10 178 178
export DIE_AREA = 0 0 188 188
==> /design/flow/constraint.sdc <==
current_design icache_controller

set clk_period 4.4
set clk_io_pct 0.2

create_clock -name clk0 -period $clk_period [get_ports {clock}]

set non_clock_inputs [all_inputs -no_clocks]
set_input_delay [expr $clk_period * $clk_io_pct] -clock clk0 $non_clock_inputs
set_output_delay [expr $clk_period * $clk_io_pct] -clock clk0 [all_outputs]
==> results_slide.txt <==
Key Metrics from the Run

Critical path
  – Max FO, Critical Path: 12
  – Crit start category: primary input
  – Worst Path Arrival: 2680 ps
  – Worst r2r dst: state[0]
  – Crit path capture type: output pin
  – RR Startpoint: state[1]
  – Slowest stage cell, crit path: clkdlybuf4s50_1
  – CP max stage delay: 510 ps
  – Crit path top cell by count: clkdlybuf4s50_1
  – Critical Path RT: 3520 ps
  – R2R cell count: 1
  – Critical path class: primary input to output pin
  – R2R Setup Slk: 3300 ps
  – Critical Path, Cell by Cell: clkdlybuf4s50_1 > nand2b_1 > buf_4 > o22ai_1 > clkdlybuf4s50_1

Clocking
  – CTS Hold Bufs: 0
  – Worst-Skew Late Latency: 220 ps
  – Post-CTS setup buffer count: 0
  – CTS tree: built
  – CTS root buf: clkbuf_16
  – PostCTS Resize Cnt: 0
  – CTS sink count: 3
  – Clock slew at reported path FFs: 30 ps
  – Total CTS buffers: 3
  – Max Buffers Root-to-Sink: 2
  – CTS H-Tree Depth: 1

Synth
  – Synth Cell Area: 2120 um^2
  – Cell count after synthesis: approximately 290
  – Seq share, synth: 0.0360
  – Synth area leader: and3_1
  – Top-area cell share: 0.378
  – # Cells Yosys: 287
  – EDFF count, synth: 0
  – Count leader, synth: and3_1
  – Top cells by count: and3_1, mux2i_1, o22ai_1
  – Avg Inst Size Synth: 7.38 um^2
  – Post-synth top flop: dfrtp_1
  – Chip area line of the yosys report: ~2100 um^2
  – Register bit total from synthesis: 3
  – Top cells, area: and3_1, mux2i_1, o22ai_1
  – Cell Type Count: 19
  – Async S/R FF share, synth: 1.00
  – YS warnings: 1

GRT
  – All-Layer GR Usage: 0.104
  – Antenna violations before repair: 3
  – Number of global-route vias before repair: 4239
  – Total gr overflow: 0
  – First-pass GRT wire length: 28.3 mm
  – Largest net degree at the start of global routing: 97

Routing
  – Total wire length: 20.0 mm
  – Routed wire per std cell: 18.9 um
  – Via/cell ratio: 3.63
  – Vias post-DR: 3825
  – Initial drt markers: 122
  – DRC viols: 0
  – Antenna viol nets, final: 0
  – Drt first pass iters: 4

Run
  – Tool warnings: 27
  – Max Cap Viol: 0

Finish
  – Max reg flops: 3
  – Largest regs: state (3)
  – P&R area growth vs syn: 215%
  – Final core utilization: 0.240
  – Non-filler cells, final: about 1100
  – Fill cell count: 3049
  – Layout cell share with drive strength beyond 1: 0.0251
  – Biggest register: state
  – Final Cell Area: 6670 um^2

Timing
  – Hold Fails Final Rpt: 0
  – Worst Skew: 1.21 ps
  – Final Setup Violations: 0
  – Max-slew headroom: 0.477
  – Post-route setup TNS: 0 ps
  – Time the worst path needs with I/O delays and setup: 3560 ps
  – Worst-Margin Slew: between 700 and 800 ps
  – Max Clk Rate: 281 MHz
  – RSZ-0062 raised after global routing: false
  – Final Cycle Share: 0.810
  – Slew Limit Fails: 0

Floorplan
  – Die y size: 188 um
  – Core ar.: 27800 um^2
  – Rows: 61
  – FP Util: 0.0762
  – I/O pin cnt: 447
  – Die width: 188 um
  – Die footprint: between 30000 and 40000 um^2

Placement
  – Dpl hpwl: 18.1 mm
  – Port bufs: 426
  – GPL Wtd Cong: 0.800
  – Placed Area: approximately 6600 um^2
  – Placed cell count: approximately 1100

Pwr
  – P_leak: 0.00294 uW
  – VDD IR max: 0.123 mV
  – Overall power: 652 uW
  – Pwr dens: 97.8 nW/um^2

Min path
  – Hold WC Path Type: flop to flop
  – Hold depth: 2
  – Worst hold start: state[0]
  – Hold Path End: state[2]

Run status
  – Status: completed
[through the flow]
stage / hold slack (ps) / setup WS (ps)
final: 499 / 837
after global routing: 521 / 724
after CTS: 503 / 808
after detailed placement: 494 / 806
after global placement: 487 / 795
after floorplan: 468 / 2070
[routing by layer]
layer / vias up / part of all wire / global-route usage / wire length (um)
li1: 1851 / - / - / -
met1: 1680 / 0.37 / 0.106 / 7370
met2: 284 / 0.50 / 0.190 / 9970
met3: 10 / 0.13 / 0.0541 / 2560
met4: 0 / 0.0039 / 0.00708 / 78
met5: - / 0 / 0 / 0
[cell usage in the layout, fill, tap and decap left out, drive strengths merged]
cell type	netlist	layout
inv	2	2
buf	43	11
a21o	1	1
nand2b	2	2
dfstp	1	1
o22ai	33	33
clkdlybuf4s50	0	424
clkbuf	7	4
diode	0	1
mux2i	64	64
nand2	1	1
or2	1	1
and3	128	128
and2	2	2
dfrtp	2	2
[report_power, final]
| part | internal, uW | switching [uW] | total [uW] | leakage (uW) |
|---|---|---|---|---|
| registers | 33.5 | 15.6 | 49.1 | 0.0000359 |
| clock network | 119 | 23.8 | 143 | 0.0000382 |
| logic | 339 | 121 | 460 | 0.00286 |
| total | 492 | 160 | 652 | 0.00294 |
[area by class of cell]
cell class | instances | area, um^2 | share of cell area
clock buffer | 4 | 78.8 | 0.0118
tap | 378 | 473 | 0.0709
multi-input combinational | 232 | 1690 | 0.253
antenna | 1 | 2.50 | 0.000375
inverter | 2 | 7.51 | 0.00113
sequential | 3 | 80.1 | 0.0120
timing repair buffer | 435 | 4340 | 0.650
[how the worst max path moves through the flow]
stage                 depth (start not counted)  slack [ps]       end  startpoint
after CTS                                     5         810   dout[4]     addr[2]
after global routing                          5         720  dout[28]     addr[2]
final                                         5         840   dout[9]     addr[2]
[kinds of logic (layout without fill, tap and decap cells)]
logic type      after synthesis  count (layout)  share of synthesized area
compound gates               34              34                      0.101
buf+inv                      52             441                      0.166
flops                         3               3                     0.0360
mux                          64              64                      0.302
other cells                   0               1                          0
simple gates                134             134                      0.395
[critical path, delay by kind of cell]
kind / cells / cell delay [ps]
AND/OR/NAND/NOR: 1 / 370
AND-OR/OR-AND: 1 / 200
buffers and inverters: 3 / 1230
Power and IR drop assume default switching activity.
