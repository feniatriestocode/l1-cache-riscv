--- flow/constraint.sdc ---
current_design dcache_controller

set clk_period 10.6
set clk_io_pct 0.2

create_clock -name clk0 -period $clk_period [get_ports {clock}]

set non_clock_inputs [all_inputs -no_clocks]
set_input_delay [expr $clk_period * $clk_io_pct] -clock clk0 $non_clock_inputs
set_output_delay [expr $clk_period * $clk_io_pct] -clock clk0 [all_outputs]
--- flow/design.v ---
module dcache_controller(input clock,
                         input reset,
                         input ren, wen,
                         input [(($clog2(((64)*((4)*(4)))))-1):0] addr,
                         input [((4)-1):0] byteSelectVector,
                         input [(((4)*8)-1):0] din,
                         input cacheHit,
                         input cacheDirtyBit,
                         input [((((4)*(4))*8)-1):0] cacheDout,
                         input memReadReady, memWriteDone,
                         input [((((4)*(4))*8)-1):0] memDout,
                         output reg stall,
                         output [(((4)*8)-1):0] dout,
                         output [(($clog2((64)))-1):0] BlockAddr,
                         output cacheRen, cacheWen,
                         output reg cacheMemWen,
                         output reg [(((4)*(4))-1):0] cacheBytesAccess,
                         output reg [((((4)*(4))*8)-1):0] cacheDin,
                         output reg memRen, memWen,
                         output [((((4)*(4))*8)-1):0] memDin);
    wire pipeline_req;
    reg replace;
    wire [(($clog2(((4)*(4))))-1):0] blockOffset;
    assign pipeline_req = (ren && ~wen) || (wen && ~ren);
    assign BlockAddr = addr[(($clog2(((64)*((4)*(4)))))-1):($clog2(((4)*(4))))];
    assign blockOffset = addr[($clog2(((4)*(4))))-1:0];
    assign cacheRen = reset && ren && ~wen;
    assign dout = reset ? (cacheDout[(blockOffset[(($clog2(((4)*(4))))-1):($clog2((4)))])*((4)*8) +:((4)*8)]) : {((4)*8){1'b0}}; 
    assign cacheWen = reset && wen && ~ren;
    always @(byteSelectVector or blockOffset or reset) begin
        if(~reset) begin
            cacheBytesAccess = {(((4)*(4))){1'b0}};
        end else begin
            cacheBytesAccess = {(((4)*(4))){1'b0}};
            cacheBytesAccess[blockOffset[(($clog2(((4)*(4))))-1):($clog2((4)))] * (4) +: (4)] = byteSelectVector;
        end
    end
    always @(cacheMemWen or memDout or blockOffset or reset or din or replace) begin
        if(~reset) begin
            cacheDin = {((((4)*(4))*8)){1'b0}};
        end else begin
            if (cacheMemWen) begin
                cacheDin = memDout;
            end else if(replace) begin
                cacheDin = {((((4)*(4))*8)){1'b0}};
                cacheDin[blockOffset[(($clog2(((4)*(4))))-1):($clog2((4)))] * ((4)*8) +: ((4)*8)] = din;
            end else begin
                cacheDin = {((((4)*(4))*8)){1'b0}};
                cacheDin[blockOffset[(($clog2(((4)*(4))))-1):($clog2((4)))] * ((4)*8) +: ((4)*8)] = din;
            end
        end
    end
    assign memDin = cacheDout;
    parameter IDLE              = 3'b000,
              WRITEBACK         = 3'b001,
              MEMREAD           = 3'b010,
              MEMCACHE          = 3'b011,
              WRITEBACK_REPLACE = 3'b100;
    reg [2:0] state, next_state;
    always @(posedge clock or negedge reset)
    begin
    	if (reset == 1'b0) begin
            state <= IDLE;
    	end
    	else begin
            state <= next_state;
        end
    end
    always @(state or pipeline_req or cacheHit or cacheDirtyBit or memWriteDone or memReadReady or ren or wen)
    begin
    	case (state)
    	    IDLE: begin
    	    	if(pipeline_req && !cacheHit) begin
                    if(cacheDirtyBit == 1'b1) begin
                        next_state = WRITEBACK;
                    end else begin
                        next_state = MEMREAD;
                    end
                end
                else begin 
                    next_state = IDLE;
                end 
    	    end
            WRITEBACK: begin
                if(memWriteDone==1) begin
                    next_state = MEMREAD;
                end
                else begin
                    next_state = WRITEBACK;
                end
    	    end 
    	    MEMREAD: begin
                if(memReadReady==1) begin
                    next_state = MEMCACHE;
                end
                else begin
                    next_state = MEMREAD;
                end
    	    end
    	    MEMCACHE: begin
                 if(wen && ~ren) begin
                    next_state = WRITEBACK_REPLACE;
                end
                else begin
                    next_state = IDLE;
                end
    	    end
            WRITEBACK_REPLACE: begin
                next_state = IDLE;
            end
            default: next_state = IDLE;
        endcase
    end
    always @(state or pipeline_req or cacheHit or cacheDirtyBit or memWriteDone or memReadReady)
    begin
        stall = 1'b0;
        cacheMemWen = 1'b0;
        memRen = 1'b0;
        memWen = 1'b0;
        replace = 1'b0;
    	case (state)
            IDLE: begin
                stall = 1'b0;
                cacheMemWen = 1'b0;
                memRen = 1'b0;
                memWen = 1'b0;
                replace = 1'b0;
            end
            WRITEBACK: begin
                stall = 1'b1;
                memWen = 1'b1;
            end
            MEMREAD: begin
                stall = 1'b1;
                memRen = 1'b1;
            end
            MEMCACHE: begin
                stall = 1'b1;
                cacheMemWen = 1'b1;
            end
            WRITEBACK_REPLACE: begin
                stall = 1'b1;
                replace = 1'b1;
            end
        endcase
    end               
endmodule
--- flow/config.mk ---
export PLATFORM = sky130hd
export DESIGN_NAME = dcache_controller
export DESIGN_NICKNAME = dcache_controller
export VERILOG_FILES = /design/flow/design.v
export SDC_FILE = /design/flow/constraint.sdc
export NUM_CORES = 4
export LEC_CHECK = 1
export CORE_AREA = 10 10 245 245
export DIE_AREA = 0 0 255 255
--- flow/run.sh ---
#!/bin/bash
# OpenROAD 26Q1-2900-gdf79404cd8, Yosys 0.63+post, stock flow scripts
make -C /OpenROAD-flow-scripts/flow DESIGN_CONFIG=/design/flow/config.mk WORK_HOME=/design/flow/orfs finish
==> deck_impl_summary.md <==
Run Summary

Layout
  • Final Util: 18.2%
  • Syn-to-layout area delta: 142%
  • Largest registers: state: 5 flops
  • Top cells excl fill/tap: clkdlybuf4s50_1 (609), a32o_1 (128), mux2i_1 (64)
  • Largest Register: state
  • Max FFs per register: 5
  • Layout cells sized above 1: approximately 3.1%
  • Most numerous logic cell after layout: clkdlybuf4s50_1

Floorplanning
  • FP Util: 7.53%
  • Die Area: 0.0650 mm2
  • Die height: 255 um
  • Die width: approximately 260 um
  • Core area: 0.0549 mm2
  • # IOs: 626
  • Placement Rows: 86

Synthesis
  • Register area share after synthesis: 3.06%
  • Cell type with the largest total area: a32o_1
  • Synth top area share: just over 30%
  • Mux share: 15.5%
  • Synth async-reset ratio: 100%
  • Top cells by area, synth: a32o_1 (31%), buf_4 (25%), mux2i_1 (16%)
  • Fa+ha+maj area frac: 0.909%
  • Mapped Cells: 505
  • Aoi share: 36.4%
  • XOR-XNOR Cells, Area Fraction: 0%
  • Synthesized area per cell: between 8 and 9 um2
  • #FFs+latches synth: 5
  • Ys cells: roughly 510
  • Synth warn: 1
  • Yosys Chip Area: 0.00413 mm2
  • Number of synthesized flops with an enable pin: 0
  • Simple Share, Synth: a little under an eighth
  • Library cells used by synthesis: 28
  • Cell Area, Synth: 0.00413 mm2
  • Largest logic family: AND-OR/OR-AND gates
  • Commonest flop: dfrtp_1

Global route
  • First-pass GRT wire length: a little under 50000 um
  • Vias in the first global route: 6521
  • Remaining Overflow, GRT: 0
  • Largest net degree at the start of global routing: ~66
  • GRT Overall Usage: 10.3%
  • Initial antenna violation count: 6

CTS
  • Post-CTS Setup Inserts: 0
  • Max Root-Sink Buffers: 2
  • Clock latency (worst-skew pair): 0.22 ns
  • Post-CTS Resized: 0
  • H-tree levels: 1
  • TritonCTS clock tree: built
  • Reg clk slew, reported paths: 0.03 ns
  • Post-CTS Hold Buffers: 0
  • Number of buffers created by CTS: 3
  • Clock sink count: 5
  • Clk root buf: clkbuf_16

Final timing
  • Fin crit share: between 60 and 70%
  • RSZ-0062 raised after global routing: no
  • F_max: 0.141 GHz
  • Fin Clk Skew: between 0.001 and 0.0015 ns
  • Slew @ Worst Pin: 0.760 ns
  • Setup TNS: 0 ns
  • Final setup fails: 0
  • Max-slew violation count: 0
  • Worst Slack Setup Final: 3.53 ns
  • Rel. slew slack: 49.4%
  • Fin. Hold Viols: 0
  • Tmin final: 7.07 ns

Setup path
  • Max FO, Critical Path: 64
  • Register-to-Register Path Depth: 2
  • CP cell instances: clkdlybuf4s50_1 > inv_1 > ha_1 > nor2b_4 > buf_4 > a32o_1 > clkdlybuf4s50_1
  • Critical Path RT: 8.48 ns
  • Worst Setup Start Kind: input port
  • Critical path type: input port to primary output
  • Worst R2R Start: state[0]
  • Slowest CP cell: clkdlybuf4s50_1
  • Critical path's largest stage delay: around 0.56 ns
  • Most used cell, CP: clkdlybuf4s50_1
  • Reg2reg end: state[2]
  • Reg2Reg Setup Slack: 9.62 ns
  • CP Capture Type: primary output
  • CP Data Arrival Time: approximately 5 ns

Flow run
  • Max Cap Viol: 0
  • Log Warnings: 28

Power and ir drop
  • Tot Pwr: ~400 uW
  • VDD IR max: 0.0584 mV
  • Leak: 0.00343 uW
  • Cell Pwr Density: 39.7 mW/mm2

Drt
  • DR DRC count: 0
  • Via count: 6250
  • Final ANT Viol Nets: 0
  • Via density: 3.80
  • Iter 0 DRT Violations: 327
  • First-pass DRT Iterations: 5
  • Total wire length: 37000 um
  • Wire per inst: 22.5 um

Placement
  • Gpl congestion: ~0.93
  • Place WS: 3.52 ns
  • Final HPWL from detailed placement: 33000 um
  • Input/output buffers: 611

Hold path
  • Type of the tightest min-delay check: flip-flop to flip-flop
  • Hold depth: 1
  • Hold Path End: state[0]
  • Hold wc startpoint: state[1]

Outcome
  • Status: finished clean
## synthesized netlist by cell type (all sizes together), types with 2 or more instances
cell and instances:
nor2 3, inv 5, nand2b 2, ha 3, and4bb 3, dfrtp 4
nor3b 2, a32o 128, and2 51, and3 2, clkbuf 12, mux2i 64
buf 181, o22ai 32, nand2 2, nor2b 2
## kinds of logic (layout without fill, tap and decap cells)
group | after synthesis | count (layout)
buffers and inverters | 198 | 632
AND-OR/OR-AND | 163 | 163
AND/OR/NAND/NOR | 72 | 72
multiplexers | 64 | 64
flip-flops | 5 | 5
adder cells (fa/ha/maj) | 3 | 3
other | 0 | 2
## power by group
group	switching, uW	internal [uW]
clock	11.3	49.7
combinational	114	204
sequential	0	19.2
## per-stage QoR
step                      area (um2)  hold slack (ns)  std cells
after detailed placement        9920            0.477       1639
after global placement          9920            0.471       1639
after CTS                      10000            0.482       1643
final                          10000            0.482       1645
after global routing           10000            0.493       1645
after floorplan                 4130            0.432        505
## layer usage
layer / up-vias / wire length [um] / GRT usage, %
met5: - / 0 / 0
met4: 0 / 790 / 2.50
met3: 38 / 4020 / 3.66
met2: 492 / 18300 / 18.2
met1: 2967 / 13900 / 11.7
li1: 2753 / - / -
## worst max path at each step
| stage | start | end | slack (ns) | cells after the start |
|---|---|---|---|---|
| after CTS | addr[3] | cacheDin[84] | 3.52 | 7 |
| after global routing | addr[3] | cacheDin[42] | 3.40 | 7 |
| final | addr[3] | cacheDin[74] | 3.53 | 7 |
## critical path, delay by kind of cell
family / cells / cell delay (ns)
buffers and inverters: 4 / 1.71
adders and majority gates: 1 / 0.47
AOI/OAI and AO/OA: 1 / 0.37
and+or+nand+nor: 1 / 0.20
## area by class of cell
| class | instances | area, um2 |
|---|---|---|
| Fill cell | 6068 | 44900 |
| Antenna cell | 2 | 5.00 |
| Inverter | 5 | 18.8 |
| Timing Repair Buffer | 623 | 6200 |
| Sequential cell | 5 | 126 |
| Multi-Input combinational cell | 302 | 2700 |
| Tap cell | 704 | 881 |
| Clock buffer | 4 | 78.8 |
Power figures rest on the tool's default switching activity, not on a simulated workload.
