File: design/flow/config.mk
export PLATFORM = sky130hd
export DESIGN_NAME = counter
export DESIGN_NICKNAME = counter
export VERILOG_FILES = /design/flow/design.v
export SDC_FILE = /design/flow/constraint.sdc
export NUM_CORES = 4
export LEC_CHECK = 1
export CORE_AREA = 10 10 70 70
export DIE_AREA = 0 0 80 80
File: design/flow/run.sh
#!/bin/bash
# OpenROAD 26Q1-2900-gdf79404cd8, Yosys 0.63+post, stock flow scripts
make -C /OpenROAD-flow-scripts/flow DESIGN_CONFIG=/design/flow/config.mk WORK_HOME=/design/flow/orfs finish
File: design/flow/constraint.sdc
current_design counter

set clk_period 1.8
set clk_io_pct 0.2

create_clock -name clk0 -period $clk_period [get_ports {clk}]

set non_clock_inputs [all_inputs -no_clocks]
set_input_delay [expr $clk_period * $clk_io_pct] -clock clk0 $non_clock_inputs
set_output_delay [expr $clk_period * $clk_io_pct] -clock clk0 [all_outputs]
File: design/flow/design.v
module counter #(parameter size=8) (reset, clk, hold, counter);
  input reset, clk, hold;
  output reg [size-1:0] counter;
  always @ (posedge clk or posedge reset)
  begin
    if(reset)
    begin
      counter <= 0;
    end
    else
    if(hold)
    begin
      counter <= counter;
    end
    else
    begin
      counter <= counter + 1'b1;
    end 
  end
endmodule
module toplevel(input clock, 
				input reset);
wire dmem_ren, dmem_wen, dmem_read_ready, dmem_write_done;
wire [(($clog2((64)))-1):0] dmem_block_address;
wire [((((4)*(4))*8)-1):0] dmem_din;
wire [((((4)*(4))*8)-1):0] dmem_dout;
wire imem_ren, imem_read_ready;
wire [(($clog2((512)))-1):0] imem_block_address;
wire [((((4)*(4))*8)-1):0] imem_dout;
cpu cpu(.clock(clock), 
		.reset(reset),
        .ImemRen(imem_ren),
        .IblockAddr(imem_block_address),
        .ImemReadReady(imem_read_ready),
        .ImemDout(imem_dout),
		.DmemRen(dmem_ren), 
        .DmemWen(dmem_wen),
        .DblockAddress(dmem_block_address), 
        .DmemDin(dmem_din),
        .DmemReadReady(dmem_read_ready), 
        .DmemWriteDone(dmem_write_done),
        .DmemDout(dmem_dout));
Imem Instruction_Mem(.clock(clock), 
                     .reset(reset), 
			         .ren(imem_ren), 
			         .block_address(imem_block_address),
			         .ready(imem_read_ready), 
                     .dout(imem_dout));
Dmem Data_Mem(.clock(clock),
              .reset(reset),
			  .ren(dmem_ren),
			  .wen(dmem_wen),
			  .block_address(dmem_block_address),
			  .din(dmem_din),
			  .ready(dmem_read_ready),
			  .done(dmem_write_done),
              .dout(dmem_dout));
endmodule
==> impl_metrics.tcl <==
# yosys + openroad results
set metrics [dict create \
    status "finished, final reports clean" \
    grt_max_degree 9 \
    vdd.ir_drop.worst_mv 0.595 \
    synthDistinctLibCells 12 \
    ant_nets 0 \
    rows 21 \
    rsz0062_at_grt "no" \
    antenna_found_initial 0 \
    reg_top3 "counter x8" \
    route.vias.total 237 \
    critPathMaxFanout 4 \
    die_area_um2 6400 \
    routabilityCongestion 0.692 \
    numClockSinks 8 \
    whs_ns 0.370 \
    yosys_cells 27 \
    cts_resized 0 \
    vias_per_cell 2.76 \
    ys.flops 8 \
    top_cells_by_area "dfrtp_1 56%, xnor2_1 9.8%, xor2_1 7.4%" \
    finalCritPeriodShare 0.868 \
    die_h_um 80 \
    critPathMaxStageDelay_ns 0.52 \
    cp-start-kind "flop" \
    grt.overflow.total 0 \
    grt_pass1_vias 237 \
    n_antenna_cell 0 \
    cts.clk_slew.worst_paths_ns 0.05 \
    top_area_cell "dfrtp_1" \
    grt.total_usage 0.0242 \
    grt_pass1_wl_mm 1.19 \
    cp_top_family "buffers and inverters" \
    port_buffers 10 \
    top_cell_area_share 0.561 \
    worst_path_max_delay_cell "clkdlybuf4s50_1" \
    yosysWarnings 1 \
    syn_area_um2 357 \
    p_total_w 0.000756 \
    cp.required_ns 1.44 \
    cts_tree "yes" \
    largest_reg_flops 8 \
    power_density_nw_per_um2 1410 \
    cts-root-buf "clkbuf_4" \
    yosysChipArea_um2 357 \
    crit_arrival_ns 1.20 \
    worst_clock_skew_ns 0.000549 \
    die-width_um 80 \
    p_leak_nw 0.227 \
    hold_viol 0 \
    ys_seq_frac 0.561 \
    clock_latency_ns 0.24 \
    n_fill_cell 387 \
    drive_above_1_share 0.150 \
    log.warning_count 25 \
    syn_inst 27 \
    crit_chain "clkdlybuf4s50_1" \
    drt-initial-drc-count 0 \
    worstMarginPinSlew_ns 0.321 \
    maxSlewViolCount 0 \
    hp-class "input pin to asynchronous set/reset pin" \
    timing.slew.headroom 0.786 \
    fmax_ghz 0.640 \
    drtPass1Iterations 1 \
    critPathKind "flop to output port" \
    wl_per_cell_um 8.50 \
    end_kind "output port" \
    wirelength_um 731 \
    cap_viol_max_count 0 \
    numCtsBuffers 3 \
    post-cts-setup-buffers 0 \
    initial_utilization 0.104 \
    fin_crit_ns 1.56 \
    finalSetupViolCount 0 \
    path_buffers 1 \
    fin_util 0.157 \
    drcViolationCount 0 \
    cts_max_level 1 \
    top_register "counter" \
    area_delta_synth_final_pct 50.5 \
    coreArea_um2 3420 \
    ios 11 \
    setup-tns-final_ns 0 \
    holdBufCountCts 0 \
    avgSynthCellArea_um2 13.2 \
    clk_path_buf_depth 2 \
]
logic make-up after synthesis:
logic type                 share of synthesized area
buffers and inverters                         0.0105
muxes                                         0.0316
adders and majority gates                     0.0351
xor gates and xnor gates                       0.172
and+or+nand+nor                                0.189
DFF                                            0.561
cell usage after synthesis:
cell type	number
dfrtp_1	8
nand2b_1	1
nand2_1	3
xor2_1	3
nand4b_1	1
ha_1	1
nor3_2	1
nor2_1	2
nand4b_4	1
xnor2_1	4
mux2_2	1
inv_1	1
power breakdown:
part	leakage, nW	switching, W	internal, W
Combinational	0.114	0.0000654	0.000199
Clock	0.0138	0.0000555	0.0000759
Sequential	0.0999	0.000104	0.000256
placed cells by master (no fill, tap or decap):
cell type,instances
inv_1,1
clkdlybuf4s50_1,10
nand4b_4,1
xnor2_1,4
nand2b_1,1
xor2_1,3
nand4b_1,1
nor3_2,1
clkbuf_4,3
mux2_2,1
dfrtp_1,8
nor2_1,2
nand2_1,3
ha_1,1
path summary, 6_finish.rpt:
check | start | endpoint | slack (ns) | depth (start not counted)
hold reg to reg | counter[7] | counter[7] | 0.49 | 1
setup reg to reg | counter[0] | counter[6] | 0.62 | 4
setup / recovery | counter[0] | counter[0] | 0.24 | 1
max in group asynchronous | reset | counter[7] | 1.19 | 2
min in group clk0 | counter[7] | counter[7] | 0.49 | 1
hold / removal | reset | counter[2] | 0.37 | 2
metal layers:
layer	global-route usage	vias up	routed length, um
met5	0	-	0
met4	0.00352	0	8
met3	0.0250	2	120
met2	0.0241	9	233
met1	0.0338	109	368
li1	-	117	-
area by class of cell:
cell class,instances,area [um^2],area share
Multi-Input combinational cell,18,153,0.284
Clock buffer,3,22.5,0.0420
Inverter,1,3.75,0.00699
Timing Repair Buffer,10,100,0.186
Sequential cell,8,200,0.373
Tap cell,46,57.6,0.107
stage by stage:
step / worst slack, ns / instance area (um^2) / std cells
3_3_place_gp: 0.301 / 514 / 83
6_report: 0.237 / 537 / 86
2_1_floorplan: 0.732 / 357 / 27
5_1_grt: 0.161 / 537 / 86
3_5_place_dp: 0.276 / 514 / 83
4_1_cts: 0.209 / 537 / 86
Power and IR drop assume default switching activity.
