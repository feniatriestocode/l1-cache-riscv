`design/flow/config.mk`:
```
export PLATFORM = sky130hd
export DESIGN_NAME = Icache_SRAM
export DESIGN_NICKNAME = Icache_SRAM
export VERILOG_FILES = /design/flow/design.v
export SDC_FILE = /design/flow/constraint.sdc
export NUM_CORES = 4
export LEC_CHECK = 1
export CORE_UTILIZATION = 40
```
`design/flow/run.sh`:
```
#!/bin/bash
# OpenROAD 26Q1-2900-gdf79404cd8, Yosys 0.63+post, stock flow scripts
make -C /OpenROAD-flow-scripts/flow DESIGN_CONFIG=/design/flow/config.mk WORK_HOME=/design/flow/orfs finish
```
`design/flow/constraint.sdc`:
```
current_design Icache_SRAM

set clk_period 62.1
set clk_io_pct 0.2

create_clock -name clk0 -period $clk_period [get_ports {clk}]

set non_clock_inputs [all_inputs -no_clocks]
set_input_delay [expr $clk_period * $clk_io_pct] -clock clk0 $non_clock_inputs
set_output_delay [expr $clk_period * $clk_io_pct] -clock clk0 [all_outputs]
```
`design/flow/design.v`:
```
module Icache_SRAM(clk, rst, ren, memWen, blockAddr, dataIn, hit, dataOut);
    input clk, rst;
    input ren, memWen; 
    input [(((4)*(4))*8)-1:0] dataIn;
    input [($clog2((512)))-1:0] blockAddr;
    output wire hit;
    output reg [(((4)*(4))*8)-1:0] dataOut;
    reg [(2)-1:0] valid_col  [((8)/(2))-1:0];
    reg [(2)-1:0] status_col [((8)/(2))-1:0]; 
    reg [(($clog2(((512)*((4)*(4)))))-($clog2(((8)/(2))))-($clog2(((4)*(4)))))-1:0]        tag_col  [((8)/(2))-1:0][(2)-1:0];
    reg [(((4)*(4))*8)-1:0] data_col [((8)/(2))-1:0][(2)-1:0];
    wire [($clog2(((8)/(2))))-1:0] index;
    wire [(($clog2(((512)*((4)*(4)))))-($clog2(((8)/(2))))-($clog2(((4)*(4)))))-1:0] tag;
    assign index = blockAddr[($clog2(((8)/(2))))-1:0];
    assign tag   = blockAddr[(($clog2(((512)*((4)*(4)))))-($clog2(((8)/(2))))-($clog2(((4)*(4)))))+($clog2(((8)/(2))))-1:($clog2(((8)/(2))))]; 
    integer i,j;
    reg [(2)-1:0] hitReg;
    reg [(2)-1:0] blockToEvict;
    reg [(2)-1:0] mask;
    always @(rst or ren or memWen or index or tag) begin
        dataOut = {(((4)*(4))*8){1'b0}};
        hitReg  = {(2){1'b0}};
        blockToEvict = {(2){1'b0}};
        if(rst && ren) begin
            for(i=0; i<(2); i=i+1) begin
                hitReg[i] = (valid_col[index][i] == 1'b1) && (tag_col[index][i] == tag);
            end
            for(i=0; i<(2); i=i+1) begin
                if(hitReg[i]) begin
                    dataOut = data_col[index][i];
                end
            end
        end
        if(rst && (memWen || ren)) begin
            if((&valid_col[index])==1'b0) begin
                for(i=0; i<(2); i=i+1) begin
                    mask = {(2){1'b1}} >> ((2)-(i+1));
                    blockToEvict[i] = ((valid_col[index] & mask) == (2**i)-1);
                end
            end else begin
                for(i=0; i<(2); i=i+1) begin
                    mask = {(2){1'b1}} >> ((2)-(i+1));
                    blockToEvict[i] = ((status_col[index] & mask) == 2**(i-1));
                end
            end
        end
    end
    assign hit = |hitReg;
    wire [(2)-1:0] statusFullOne;
    assign statusFullOne = (~status_col[index]) & (~status_col[index]-1);
    always @(posedge clk or negedge rst) begin
        if(!rst)begin
            for(i=0; i<((8)/(2)); i=i+1) begin
                valid_col [i] <= {(2){1'b0}}; 
                status_col[i] <= {(2){1'b0}};  
                for(j=0; j<(2); j=j+1) begin
                   tag_col [i][j] <= {(($clog2(((512)*((4)*(4)))))-($clog2(((8)/(2))))-($clog2(((4)*(4))))){1'b0}};  
                   data_col[i][j] <= {(((4)*(4))*8){1'b0}};
                end
            end
        end else begin
            if(ren) begin  
                for(i=0; i<(2); i=i+1) begin
                    if(hitReg[i]) begin 
                        status_col[index][i]  <= 1'b1;  
                        if(statusFullOne == {(2){1'b0}}) begin
                            for(j=0; j<(2); j=j+1) begin
                                if(j != i) begin
                                    status_col[index][j] <= 1'b0;
                                end
                            end
                        end
                    end
                end
            end else if(memWen) begin                
                for(i=0; i<(2); i=i+1) begin
                    if(blockToEvict[i]) begin
                        valid_col [index][i] <= 1'b1; 
                        status_col[index][i] <= 1'b1;
                        tag_col   [index][i] <= tag; 
                        data_col  [index][i] <= dataIn;
                        if(statusFullOne == {(2){1'b0}}) begin
                            for(j=0; j<(2); j=j+1) begin
                                if(j != i) begin
                                    status_col[index][j] <= 1'b0;
                                end
                            end
                        end
                    end
                end
            end  
        end  
    end  
endmodule
```
==> summary.txt <==
Summary of implementation figures.

Outcome
The run finished with clean final reports.

Final timing
Setup repair after global routing left no endpoint under its margin. The achievable clock frequency is ~34 MHz. The worst relative slew slack is about 35%. The summed negative setup slack over all endpoints is 0 ns.

The final-report hold violation count is 0. For the pin with the worst max-slew slack, the measured transition is slightly below 1 ns. The worst clock skew is 0.03626 ns. The end-of-flow timing check tallies setup violations at 0. Pins over their slew limit in the final report were tallied at 0. After layout, the minimum clock period comes to 29.39 ns. The final cycle utilization of the critical path is 47.32%.

Worst setup path
Counting cells, the worst reg-to-reg path comes to 8. Per STA, the endpoint of the critical path is dataOut[51]. The worst setup path category is in2out.

The worst setup path is launched from an input port. According to the timing report, the arrival time at the worst endpoint equals 16.97 ns. The internal reg-to-reg setup slack is around 58 ns. The timing startpoint of the critical path is blockAddr[0]. The required time at the worst endpoint is listed as slightly below 50 ns. STA classifies the critical path endpoint as an output pin. The maximum fanout along the worst path is 113. The destination of the worst register-to-register timing path is data_col[3][61]. The worst register-to-register path begins at status_col[3][0].

Synth
The commonest register cell after synthesis is dfrtp_1. In the Yosys report the total cell count is 3487. Post-synthesis, Yosys gives the total cell area as around 50000 µm².

The number of warnings printed during yosys synthesis is 5. Per the synth stats, the proportion of register bits with asynchronous set or reset is 100.0%. The number of different library cells in the post-synthesis netlist is ~47. The synthesized netlist occupies a cell area of 49650 µm².

Each instance of the synthesized netlist takes up on average 14.24 µm². The post-synthesis sequential area ratio is between 50% and 60%. The instance tally after logic synthesis is 3487. The synthesized design contains 0 enable-type register cells.

Yosys reported a register bit count of 1096.

Clock network
The H-tree depth is 3. The post-cts sizing count is 0. In this run, post-CTS hold repair placed 0 buffers. The clock tree from TritonCTS is yes. Post-CTS timing repair inserted 0 buffers for setup.

Counting every sink on the clock net gives 1096. Looking at the clock tree report, the maximum root-to-sink buffer count equals 3. After clock tree synthesis, the clock-pin slew on the worst setup and hold paths is 0.06 ns. The source-to-sink clock delay at the later pin of the worst-skew pair is between 0.7 and 0.8 ns. The number of clock buffers added by TritonCTS is 119.

The cell at the root of the clock tree is clkbuf_16.

Worst hold path
The min-delay analysis places its worst path in the category reg2reg.

Detailed routing
After detailed routing, the met3 layer carries between 10000 and 15000 µm of wire. The highest routed metal layer is met5. The routed layout reports a DRC error count of 0. The total number of vias is 29940. The routed wirelength normalized by instance count is 23.73 µm.

The number of violations reported at the end of detailed-routing iteration 0 is 1553. In the per-layer summary, the met1 wirelength comes to 54800 µm. After detailed routing, the met2 layer carries 60170 µm of wire.

The total iterations of the first detailed-routing run is 5. The detail-routed via count per cell is 5.527. The number of routed nets with antenna violations is 0. The total detailed-routing wirelength is 128600 µm.

Die
The die width is about 350 µm. The standard cell core area is 122500 µm². The total die size is 125500 µm². The top-level port count is 270. The die is between 300 and 400 µm tall. The effective utilization at floorplan is 40.53%. Row generation in the floorplan step produced 128 rows.

Pwr
Summed over all cells, the static leakage comes to 24.82 nW. Total power for the finished layout comes to 2.095 mW. Across the VDD grid, the largest voltage drop is 0.02579 mV. The power density normalized to cell area is about 36 nW/µm².

Place
After its last routability iteration, the placer logged a weighted congestion of a little over 0.8. The port buffer count is 269. Once detailed placement completed, the half-perimeter wirelength came to 71440 µm.

Global routing
The global-route congestion overflow total is 0. The number of global-route vias before repair is 31860. The first global-routing pass estimated 200500 µm of wire.

For this run, the total global-route usage over all layers was measured as 22.15%. The initial antenna violation count came to 27. The largest net degree at the start of global routing is about 120.

Flow run
The number of logged tool warnings is 38. The report counts max-capacitance violations totalling 0.

Finish
The top logic cell by instance count in the layout is dfrtp_1. Per the cell usage report, the commonest logic cells after layout are dfrtp_1 (1096), mux2_2 (904), nand2_1 (537), mux4_2 (271), clkdlybuf4s50_1 (266). The growth of design area from synthesis to finish is 16.92%.

The post-route core utilization is 47.38%. The share of post-route cells with drive strength above 1 is slightly below 40%.
routing by layer:
| metal | up-vias | global-route usage, % |
|---|---|---|
| met5 | - | 0 |
| met2 | 798 | 32.99 |
| li1 | 13060 | - |
| met3 | 206 | 8.021 |
| met1 | 15830 | 33.39 |
| met4 | 40 | 3.853 |
cells by family after synthesis:
family / Yosys count / share of synthesized area [%]
AOI/OAI and AO/OA: 181 / 2.031
xor gates and xnor gates: 14 / 0.2469
buffers and inverters: 263 / 2.472
DFF: 1096 / 55.24
muxes: 1223 / 33.86
and+or+nand+nor: 710 / 6.151
final cells by class:
cell class / count / area, µm²
fillers: 10530 / 64460
flip-flops and latches: 1096 / 27430
multi-input cells: 2128 / 21120
clock buffers: 175 / 3602
repair buffers: 339 / 3383
well taps: 1625 / 2033
clock inverters: 44 / 464.2
inverters: 4 / 15.01
diodes: 6 / 15.01
worst max-delay path, stage by stage:
cell             delay [ns]
buf_8                  0.42
buf_4                  0.64
mux4_2                 0.59
xor2_1                 0.18
nor4_4                 0.41
and2_4                 0.66
buf_12                 0.55
nand2_1                0.10
a21oi_1                0.16
clkdlybuf4s50_1        0.60
power breakdown:
group | switching, mW | internal (mW)
registers | 0.0904 | 0.911
logic | 0.140 | 0.233
clock network | 0.295 | 0.426
cell usage after synthesis, types with 10 or more instances:
cell type / n / area share [%]
o21ai_0: 12 / 0.12
mux2_1: 39 / 0.88
mux2_2: 904 / 21
or4b_1: 20 / 0.40
xnor2_1: 10 / 0.18
dfrtp_1: 1096 / 55
nand2_1: 539 / 4.1
clkbuf_1: 126 / 0.95
buf_4: 15 / 0.23
nand3_1: 108 / 1.1
a21oi_1: 138 / 1.4
buf_1: 16 / 0.12
buf_2: 93 / 0.94
mux4_2: 271 / 12
sequential cells by signal, indices dropped and copies added, names as in the netlist, named ones only:
| name | flops |
|---|---|
| data_col | 1024 |
| tag_col | 56 |
| valid_col | 8 |
| status_col | 4 |
worst min-delay path by stage:
stage	from	to	depth (start not counted)
after global routing	valid_col[2][0]	valid_col[2][0]	1
after CTS	valid_col[0][1]	valid_col[0][1]	1
final	valid_col[3][1]	valid_col[3][1]	1
through the flow:
step	worst slack (ns)	std cells	hold slack, ns	instance area (µm²)
after detailed placement	32.67	5192	0.4539	53970
after global placement	32.69	5192	0.4487	53970
after floorplan	35.18	3487	0.4289	49650
after global routing	32.37	5416	0.4872	58050
after CTS	32.66	5411	0.4673	58040
final	32.71	5417	0.4638	58050
Power and IR drop assume default switching activity.
