--- /design/flow/config.mk ---
export PLATFORM = sky130hd
export DESIGN_NAME = Dcache_SRAM
export DESIGN_NICKNAME = Dcache_SRAM
export VERILOG_FILES = /design/flow/design.v
export SDC_FILE = /design/flow/constraint.sdc
export NUM_CORES = 4
export LEC_CHECK = 1
export CORE_UTILIZATION = 40
--- /design/flow/constraint.sdc ---
current_design Dcache_SRAM

set clk_period 37.3
set clk_io_pct 0.2

create_clock -name clk0 -period $clk_period [get_ports {clk}]

set non_clock_inputs [all_inputs -no_clocks]
set_input_delay [expr $clk_period * $clk_io_pct] -clock clk0 $non_clock_inputs
set_output_delay [expr $clk_period * $clk_io_pct] -clock clk0 [all_outputs]
--- /design/flow/design.v ---
module Dcache_SRAM(clk, rst, ren, wen, memWen, bytesAccess, blockAddr, dataIn, hit, dirtyBit, dataOut);
    input clk, rst;
    input ren, wen, memWen;
    input [((4)*(4))-1:0] bytesAccess;
    input [($clog2((64)))-1:0] blockAddr;
    input [(((4)*(4))*8)-1:0] dataIn;
    output wire hit;
    output reg dirtyBit;
    output reg [(((4)*(4))*8)-1:0] dataOut;
    reg [(2)-1:0]   valid_col  [((8)/(2))-1:0];
    reg [(2)-1:0]   dirty_col  [((8)/(2))-1:0];
    reg [(2)-1:0]   status_col [((8)/(2))-1:0]; 
    reg [(($clog2(((64)*((4)*(4)))))-($clog2(((8)/(2))))-($clog2(((4)*(4)))))-1:0]        tag_col    [((8)/(2))-1:0][(2)-1:0];
    reg [(((4)*(4))*8)-1:0] data_col   [((8)/(2))-1:0][(2)-1:0];
    wire [($clog2(((8)/(2))))-1:0] index;
    wire [(($clog2(((64)*((4)*(4)))))-($clog2(((8)/(2))))-($clog2(((4)*(4)))))-1:0] tag;
    assign index = blockAddr[($clog2(((8)/(2))))-1:0];
    assign tag   = blockAddr[(($clog2(((64)*((4)*(4)))))-($clog2(((8)/(2))))-($clog2(((4)*(4)))))+($clog2(((8)/(2))))-1:($clog2(((8)/(2))))];
    integer i, j;
    reg [(2)-1:0] hitReg;
    reg [(2)-1:0] blockToEvict;
    reg [(2)-1:0] mask;
    always @(ren or rst or memWen or wen or index or tag) begin
        dirtyBit = 1'b0;
        dataOut = {(((4)*(4))*8){1'b0}};
        hitReg = {(2){1'b0}};
        blockToEvict = {(2){1'b0}};
        if(rst && (ren || wen || memWen)) begin
            for(i=0; i<(2); i=i+1) begin
                hitReg[i] = (tag_col[index][i] == tag) && (valid_col[index][i] == 1'b1);
                if((&valid_col[index])==1'b0) begin
                    mask = {(2){1'b1}} >> ((2)-(i+1));
                    blockToEvict[i] = ((valid_col[index] & mask) == (2**i)-1);
                end else begin
                    mask = {(2){1'b1}} >> ((2)-(i+1));
                    blockToEvict[i] = ((status_col[index] & mask) == (2**i)-1);
                end
            end
            if(|hitReg) begin
                for(i=0; i<(2); i=i+1) begin
                    if(hitReg[j]) begin
                        dataOut = data_col[index][i];
                        dirtyBit = dirty_col[index][i];
                    end
                end
            end
            else begin
                for(i=0; i<(2); i=i+1) begin
                    if(blockToEvict[i]) begin
                        dataOut = data_col[index][i];
                        dirtyBit = dirty_col[index][i];
                    end
                end
            end
        end
    end
    assign hit = |hitReg;   
    wire [(2)-1:0] statusFullOne;
    assign statusFullOne = (~status_col[index]) & (~status_col[index]-1);
    always @(posedge clk or negedge rst) begin
        if(!rst) begin
            for(i=0; i<((8)/(2)); i=i+1) begin
                valid_col [i] <= {(2){1'b0}}; 
                status_col[i] <= {(2){1'b0}};  
                dirty_col [i] <= {(2){1'b0}};  
                for(j=0; j<(2); j=j+1) begin
                   tag_col [i][j] <= {(($clog2(((64)*((4)*(4)))))-($clog2(((8)/(2))))-($clog2(((4)*(4))))){1'b0}};  
                   data_col[i][j] <= {(((4)*(4))*8){1'b0}};
                end
            end
        end else begin
            if(ren) begin
                for(i=0; i<(2); i=i+1) begin
                    if(hitReg[i]) begin
                        status_col[index][i]  <= 1'b1; 
                        if(statusFullOne == {(2){1'b0}}) begin
                            for(j=0; j<(2); j=j+1) begin
                                if(j != i) begin
                                    status_col[index][j] <= 1'b0;
                                end
                            end
                        end
                    end
                end
            end else if(wen) begin  
                for(i=0; i<(2); i=i+1) begin
                    if(hitReg[i]) begin
                        dirty_col [index][i]  <= 1'b1;  
                        status_col[index][i]  <= 1'b1; 
                        if(statusFullOne == {(2){1'b0}}) begin
                            for(j=0; j<(2); j=j+1) begin
                                if(j != i) begin
                                    status_col[index][j] <= 1'b0;
                                end
                            end
                        end
                        for(j=0; j<((4)*(4)); j=j+1) begin
                            if(bytesAccess[j]) begin
                                data_col[index][i][(j*8)+:8] <= dataIn[(j*8)+:8];  
                            end
                        end
                    end
                end 
            end else if(memWen) begin 
                for(i=0; i<(2); i=i+1) begin
                    if(blockToEvict[i]) begin
                        valid_col [index][i] <= 1'b1; 
                        status_col[index][i] <= 1'b1;
                        dirty_col [index][i] <= 1'b0;
                        tag_col   [index][i] <= tag; 
                        data_col  [index][i] <= dataIn;
                        if(statusFullOne == {(2){1'b0}}) begin
                            for(j=0; j<(2); j=j+1) begin
                                if(j != i) begin
                                    status_col[index][j] <= 1'b0;
                                end
                            end
                        end
                    end
                end
            end  
        end
    end  
endmodule
--- /design/flow/run.sh ---
#!/bin/bash
# OpenROAD 26Q1-2900-gdf79404cd8, Yosys 0.63+post, stock flow scripts
make -C /OpenROAD-flow-scripts/flow DESIGN_CONFIG=/design/flow/config.mk WORK_HOME=/design/flow/orfs finish
==> flow_results.xml <==
<?xml version="1.0" encoding="UTF-8"?>
<metrics>
  <group name="yosys">
    <metric name="syn-mean-instance-area" unit="um^2">16.5</metric>
    <metric name="mappedNetlistArea" unit="um^2">49400</metric>
    <metric name="post_synth_main_logic_family" unit="">multiplexers</metric>
    <metric name="mux_cell_area_share" unit="">0.364</metric>
    <metric name="synth-edff-count" unit="">0</metric>
    <metric name="xor_share" unit="">0.00213</metric>
    <metric name="top_cell_area_share" unit="">0.548</metric>
    <metric name="dominantRegCellSynth" unit="">sky130_fd_sc_hd__dfrtp_1</metric>
    <metric name="synth_stat.cells" unit="">2996</metric>
    <metric name="postSynth.asyncResetShare" unit="">1.00</metric>
    <metric name="seq_area_frac_synth" unit="">0.549</metric>
    <metric name="synth.cellmix.adderShare" unit="">0</metric>
    <metric name="ys_warn_count" unit="">6</metric>
    <metric name="synthDistinctLibCells" unit="">58</metric>
    <metric name="ys_sh_simple" unit="">0.0386</metric>
    <metric name="ys_chip_area" unit="um^2">49400</metric>
    <metric name="syn_inst" unit="">2996</metric>
    <metric name="post_synth_main_area_contributors" unit="">sky130_fd_sc_hd__dfrtp_1, sky130_fd_sc_hd__mux2_2, sky130_fd_sc_hd__mux4_2</metric>
    <metric name="ys.flops" unit="">1083</metric>
    <metric name="compound_area_frac" unit="">0.0325</metric>
    <metric name="yosysTopAreaCell" unit="">sky130_fd_sc_hd__dfrtp_1</metric>
  </group>
  <group name="timing">
    <metric name="finalCriticalPeriod" unit="ns">20.12</metric>
    <metric name="worst_slew_margin_rel" unit="">0.416</metric>
    <metric name="clock.fmax" unit="MHz">49.7</metric>
    <metric name="hold_viol_final" unit="">0</metric>
    <metric name="unrepaired_setup_endpoints_after_global_routing" unit="">false</metric>
    <metric name="timing.setup.tns" unit="ns">0</metric>
    <metric name="post-route-period-util" unit="">0.539</metric>
    <metric name="final_tally_of_setup_violations" unit="">0</metric>
    <metric name="finalClockSkew" unit="ns">0.0253</metric>
    <metric name="report.final.slew_viol_count" unit="">0</metric>
    <metric name="tightestPinTransition" unit="ns">0.875</metric>
  </group>
  <group name="flow_run">
    <metric name="cap_viol_max_count" unit="">0</metric>
    <metric name="warning_count" unit="">29</metric>
  </group>
  <group name="clock_network">
    <metric name="clock-sinks" unit="">1083</metric>
    <metric name="numCtsBuffers" unit="">117</metric>
    <metric name="cts-root-to-sink-buffers" unit="">3</metric>
    <metric name="cts_tree" unit="">built</metric>
    <metric name="clkTransAtPathRegs" unit="ns">0.06</metric>
    <metric name="cts_root_buffer" unit="">sky130_fd_sc_hd__clkbuf_16</metric>
    <metric name="cts.repair_timing.setup_buffer_count" unit="">0</metric>
    <metric name="holdBufCountCts" unit="">0</metric>
    <metric name="clk-insertion-delay-late" unit="ns">0.70</metric>
    <metric name="cts-resized-gates" unit="">0</metric>
    <metric name="htree_num_levels" unit="">3</metric>
  </group>
  <group name="floorplan">
    <metric name="fp_util" unit="">0.404</metric>
    <metric name="floorplan.die_area" unit="um^2">125000</metric>
    <metric name="top_level_ports" unit="">285</metric>
    <metric name="row_count" unit="">128</metric>
    <metric name="floorplan.die.height" unit="um">353</metric>
    <metric name="die_width" unit="um">353</metric>
    <metric name="fp.coreArea" unit="um^2">122000</metric>
  </group>
  <group name="drt">
    <metric name="wirelength" unit="mm">123</metric>
    <metric name="via_density" unit="">5.53</metric>
    <metric name="routed-via-count" unit="">27900</metric>
    <metric name="initialDrtViolationCount" unit="">1297</metric>
    <metric name="drt_pre_antenna_iters" unit="">5</metric>
    <metric name="detail_route.wl_per_cell" unit="um">24.4</metric>
    <metric name="postRouteAntennaNets" unit="">0</metric>
    <metric name="drc" unit="">0</metric>
  </group>
  <group name="setup_path">
    <metric name="crit_type" unit="">in -&gt; out</metric>
    <metric name="crit_path_max_incr_delay" unit="ns">0.64</metric>
    <metric name="worst-endpoint-arrival" unit="ns">12.66</metric>
    <metric name="crit_chain" unit="">buf_8 -&gt; buf_4 -&gt; mux4_2 -&gt; xnor2_1 -&gt; nand2_1 -&gt; a211oi_1 -&gt; buf_4 -&gt; or2_2 -&gt; nor2_4 -&gt; buf_4 -&gt; buf_4 -&gt; buf_4 -&gt; a22o_1 -&gt; clkdlybuf4s50_1</metric>
    <metric name="critPathMaxFanout" unit="">49</metric>
    <metric name="endpoint_kind" unit="">output port</metric>
    <metric name="cpMaxStageDelayCell" unit="">sky130_fd_sc_hd__buf_4</metric>
    <metric name="crit_path_start_kind" unit="">input pin</metric>
    <metric name="bufs_and_invs_on_worst_path" unit="">7</metric>
    <metric name="critical_path.most_common_cell" unit="">sky130_fd_sc_hd__buf_4</metric>
    <metric name="worst_path_dominant_cell_family" unit="">buffers and inverters</metric>
    <metric name="critPathRequiredTime" unit="ns">29.84</metric>
  </group>
  <group name="place">
    <metric name="placed_area" unit="um^2">54100</metric>
    <metric name="number_of_buffers_added_on_ports" unit="">284</metric>
    <metric name="detail_placement_hpwl" unit="mm">80.7</metric>
    <metric name="gp_congestion" unit="">0.840</metric>
  </group>
  <group name="finish">
    <metric name="post_route_cells_drive_above_1_share" unit="">0.504</metric>
    <metric name="flow.area_growth_from_synthesis" unit="%">18.0</metric>
    <metric name="count_of_fill_cells_added_during_filler_insertion" unit="">10000</metric>
    <metric name="final_design_area_no_fill" unit="um^2">58300</metric>
  </group>
  <group name="global_routing">
    <metric name="grt_max_degree" unit="">136</metric>
    <metric name="grt_antenna_before_repair" unit="">21</metric>
    <metric name="global_route_wire_length_before_repair" unit="mm">192</metric>
    <metric name="grt_pass1_vias" unit="">30700</metric>
    <metric name="overflow" unit="">0</metric>
    <metric name="grt_util_all_layers" unit="">0.213</metric>
  </group>
  <group name="status">
    <metric name="status" unit="">finished clean</metric>
  </group>
  <group name="pwr">
    <metric name="power.leakage" unit="nW">25.4</metric>
    <metric name="cellPowerDensity" unit="nW/um^2">57.4</metric>
    <metric name="report.power.total" unit="mW">3.34</metric>
    <metric name="ir_worst_vdd" unit="mV">0.0431</metric>
  </group>
  <group name="worst_hold_path">
    <metric name="worstHoldPathType" unit="">reg -&gt; reg</metric>
  </group>
</metrics>
[through the flow]
stage	worst slack, ns	util	std cells	hold WS [ns]
finish	17.18	0.477	5050	0.472
global route	16.74	0.477	5049	0.496
CTS	17.10	0.477	5046	0.473
detailed placement	17.11	0.443	4832	0.452
global placement	17.17	0.443	4832	0.450
floorplan	20.03	-	2996	0.429
[synth_stat cells (10+ instances only)]
cell type                     n
sky130_fd_sc_hd__mux4_2     266
sky130_fd_sc_hd__nand2_1     22
sky130_fd_sc_hd__nor2_8      30
sky130_fd_sc_hd__nor2_2      47
sky130_fd_sc_hd__nor2_4      35
sky130_fd_sc_hd__a22o_1     131
sky130_fd_sc_hd__dfrtp_1   1082
sky130_fd_sc_hd__buf_6       14
sky130_fd_sc_hd__clkbuf_1    74
sky130_fd_sc_hd__buf_2       36
sky130_fd_sc_hd__or2_2       13
sky130_fd_sc_hd__mux2i_1     10
sky130_fd_sc_hd__a21oi_1     19
sky130_fd_sc_hd__o21ai_0     13
sky130_fd_sc_hd__mux2_2    1056
sky130_fd_sc_hd__or2_1       10
sky130_fd_sc_hd__nor2_1      36
[sequential cells by signal (all words and copies together) (netlist names), named ones only]
register and count:
dirty_col 8, status_col 4, data_col 1024, valid_col 8
tag_col 32
[logic make-up (layout without fill, tap and decap cells)]
logic type,count (synthesis),count (layout)
muxes,1333,1333
xor gates and xnor gates,12,12
AOI/OAI and AO/OA,197,197
DFF,1083,1083
buffers and inverters,136,561
and+or+nand+nor,235,235
other,0,4
[worst paths after layout]
kind                                                  start  slack, ns  cells after the start                           end
worst max-delay path                           blockAddr[0]      17.18                     14                   dataOut[73]
worst min register to register  valid_col[0][0]$_DFFE_PN0P_       0.47                      1   valid_col[0][0]$_DFFE_PN0P_
max in group asynchronous                               rst      27.45                      5  data_col[4][123]$_DFFE_PN0P_
worst max register to register    tag_col[6][1]$_DFFE_PN0P_      33.39                      8   data_col[6][85]$_DFFE_PN0P_
min in group asynchronous                               rst       6.69                      1   data_col[7][72]$_DFFE_PN0P_
worst min-delay path            valid_col[0][0]$_DFFE_PN0P_       0.47                      1   valid_col[0][0]$_DFFE_PN0P_
[power breakdown]
group / leakage (nW) / internal [mW] / total (mW) / switching (mW)
Sequential: 14.0 / 1.41 / 1.52 / 0.110
Clock: 2.03 / 0.747 / 1.22 / 0.474
Combinational: 9.33 / 0.366 / 0.606 / 0.240
Total: 25.4 / 2.52 / 3.34 / 0.824
[per-layer routing]
metal | share of wire | GRT usage
met1 | 0.41 | 0.309
met2 | 0.47 | 0.318
met3 | 0.088 | 0.0816
met4 | 0.027 | 0.0481
met5 | 0.0019 | 0
[final cells by class]
type	instances	area [um^2]	area share
Sequential cell	1083	27100	0.465
Multi-Input combinational cell	1777	21700	0.372
Clock buffer	170	3510	0.0603
Timing Repair Buffer	344	3320	0.0570
Tap cell	1625	2030	0.0349
Clock inverter	44	619	0.0106
Inverter	3	11.3	0.000193
Antenna cell	4	10.0	0.000172
[cell usage in the layout, fill, tap and decap left out, types with 3 or more instances in the layout]
cell	count
sky130_fd_sc_hd__nor2_2	47
sky130_fd_sc_hd__buf_4	59
sky130_fd_sc_hd__or2_2	13
sky130_fd_sc_hd__xor2_1	4
sky130_fd_sc_hd__a31oi_1	7
sky130_fd_sc_hd__mux2i_1	10
sky130_fd_sc_hd__bufinv_16	14
sky130_fd_sc_hd__a21oi_2	3
sky130_fd_sc_hd__a22o_1	131
sky130_fd_sc_hd__nor3_1	7
sky130_fd_sc_hd__o21ai_0	13
sky130_fd_sc_hd__clkdlybuf4s50_1	281
sky130_fd_sc_hd__o21ai_4	4
sky130_fd_sc_hd__clkbuf_1	20
sky130_fd_sc_hd__and2_1	3
sky130_fd_sc_hd__nand2_1	22
sky130_fd_sc_hd__nor2_1	35
sky130_fd_sc_hd__clkinvlp_4	6
sky130_fd_sc_hd__clkinv_2	20
sky130_fd_sc_hd__clkbuf_16	122
sky130_fd_sc_hd__dfrtp_1	1082
sky130_fd_sc_hd__mux4_2	266
sky130_fd_sc_hd__nand2b_1	7
sky130_fd_sc_hd__nand2_2	4
sky130_fd_sc_hd__or2_1	10
sky130_fd_sc_hd__nor2_4	36
sky130_fd_sc_hd__mux2_2	1056
sky130_fd_sc_hd__a211oi_1	3
sky130_fd_sc_hd__buf_8	3
sky130_fd_sc_hd__nor2b_1	5
sky130_fd_sc_hd__clkbuf_8	28
sky130_fd_sc_hd__a21oi_1	18
sky130_fd_sc_hd__nand3_1	6
sky130_fd_sc_hd__diode_2	4
sky130_fd_sc_hd__nor2_8	30
sky130_fd_sc_hd__xnor2_1	8
Power is estimated from default activity; no workload was simulated.
